`flow/run.sh`:
```
#!/bin/bash
# OpenROAD 26Q1-2900-gdf79404cd8, Yosys 0.63+post, stock flow scripts
make -C /OpenROAD-flow-scripts/flow DESIGN_CONFIG=/design/flow/config.mk WORK_HOME=/design/flow/orfs finish
```
`flow/config.mk`:
```
export PLATFORM = sky130hd
export DESIGN_NAME = new_amba
export DESIGN_NICKNAME = new_amba
export VERILOG_FILES = /design/flow/design.v
export SDC_FILE = /design/flow/constraint.sdc
export NUM_CORES = 4
export LEC_CHECK = 1
export CORE_AREA = 10 10 70 70
export DIE_AREA = 0 0 80 80
```
`flow/constraint.sdc`:
```
current_design new_amba

set clk_period 1.9
set clk_io_pct 0.2

create_clock -name clk0 -period $clk_period [get_ports {HCLK}]

set non_clock_inputs [all_inputs -no_clocks]
set_input_delay [expr $clk_period * $clk_io_pct] -clock clk0 $non_clock_inputs
set_output_delay [expr $clk_period * $clk_io_pct] -clock clk0 [all_outputs]
```
`flow/design.v`:
```
module master #(parameter DATA_WIDTH=32,ADDR_WIDTH=32,SLAVE_NUM=4,HPROT_SIZE=4, HBURST_WIDTH=3)
(
	input Hrst,
	input Hclk,
	input HReadyout,
	input enable,
	input [DATA_WIDTH-1:0]HWRITE_i,
	input [DATA_WIDTH-1:0]HRdata_i,
	input[ADDR_WIDTH-1:0]HADDR_i,
	input [$clog2(SLAVE_NUM)-1:0]SEL,
	input [2:0]HSIZE_i,
	input HRESP,
	input wr,
    input [HBURST_WIDTH-1:0]HBURST_i,
	output reg HREADY,
	output reg HREQ,
	output reg [$clog2(SLAVE_NUM)-1:0]HSEL,
	output reg [ADDR_WIDTH-1:0]HADDR_o,
	output reg [DATA_WIDTH-1:0]HWRITE_o,
	output reg [2:0]HSIZE_o,
	output reg [HPROT_SIZE-1:0]HPROT,
	output  [1:0]HTRANS,
	output reg [HBURST_WIDTH-1:0]HBURST,
	output reg HMASTERLOCK,   
    output reg HWRITE,
    output reg [DATA_WIDTH-1:0]DATA_o
	);
parameter IDLE=2'b00;
parameter READY=2'b01;
parameter WRITE=2'b10;
parameter READ=2'b11;
reg[1:0]cs,ns;
assign HTRANS=cs;
always @(posedge Hclk ) begin
	if (~Hrst) begin
		cs<=IDLE;
	end
	else  begin
		cs<=ns;
	end
end
always@(cs,enable,wr)begin
	case(cs)
	IDLE:begin
		if(enable)
		ns=READY;
		else 
		ns=IDLE;
	end
	READY:begin
	if(wr&&enable)
	ns=WRITE;
	else if(~wr&&enable)
	ns=READ;
	else
	ns=IDLE;
	end
	WRITE:begin
	if(enable)
	ns=READY;
	else 
	ns=IDLE;
end
	READ:begin
	if(enable)
	ns=READY;
	else 
	ns=IDLE;
	end
	endcase
end
always @(posedge Hclk ) begin
	if (~Hrst) begin
	HREADY<=0;
	HREQ<=0;
	HSEL<=0;
	HADDR_o<=0;
    HWRITE_o<=0;
	HSIZE_o<=0;
	HPROT<=0;
	HBURST<=0;
    HMASTERLOCK<=0;
    HWRITE<=0;
    DATA_o<=0;
	end else begin
	case(ns)
	IDLE:begin
	HADDR_o<=HADDR_i;
	HSEL<=SEL;
	HPROT<=4'b0011;  
	end
	READY:begin
	HADDR_o<=HADDR_i;
	HSEL<=SEL;
    HWRITE<=wr;
    HBURST<=HBURST_i;
    HREQ<=1;
    HREADY<=1;
    HWRITE_o<=HWRITE_i;
	end
	WRITE:begin
	 HWRITE<=wr;
    HBURST<=HBURST_i;
    HREQ<=1;
    HREADY<=1;
    HWRITE_o<=HWRITE_i;
	end
	READ:
	begin
	HADDR_o<=HADDR_i;
	HSEL<=SEL;
		 HWRITE<=wr;
    HBURST<=HBURST_i;
    HREQ<=1;
    HREADY<=1;
    HSIZE_o<=HSIZE_i;
    DATA_o<=HRdata_i;
	end
	endcase
	end
end
endmodule
module slave #(parameter DATA_WIDTH=32,ADDR_WIDTH=32,HPROT_SIZE=4, HBURST_WIDTH=3)(
input HCLK,
input HRST,
input HSELx,
input [ADDR_WIDTH-1:0] HADDR,
input HWRITE,
input [2:0]HSIZE,
input [HBURST_WIDTH-1:0]HBURST,
input [HPROT_SIZE-1:0]HPROT,
input [1:0]HTRANS,
input HMASTERLOCK,
input HREADY,
input [DATA_WIDTH-1:0]HWDATA,
output reg HREADYOUT,
output reg HRESP,
output reg [DATA_WIDTH-1:0]HRDATA
	);
parameter IDLE=2'b00;
parameter READY=2'b01;
parameter WRITE=2'b10;
parameter READ=2'b11;
    parameter BYTE=8;
    parameter HALFWORD=16;
    parameter WORD=32;
    reg HREADYOUT_buf;
    reg[ADDR_WIDTH-1:0]WR_ADDR,RD_ADDR;
    reg single_flag;
    reg incr_flag;
    reg wrap4_flag;
    reg incr4_flag;
    reg wrap8_flag;
    reg incr8_flag;
    reg wrap16_flag;
    reg incr16_flag;
    wire[7:0]BURST_MODE;
    reg[DATA_WIDTH-1:0]HRDATA_BUF;
    assign BURST_MODE ={single_flag,incr_flag,wrap4_flag,incr4_flag,wrap8_flag,incr8_flag,wrap16_flag,incr16_flag} ;
reg [DATA_WIDTH-1:0]mem[31:0];
reg[1:0]cs,ns;
always @(posedge HCLK) begin
	if (!HRST) begin
		cs<=0;
	end
	else begin
		cs<=ns;
	end
end
always@(*)begin
	case(cs)
	IDLE:begin
	 single_flag=0;
     incr_flag=0;
     wrap4_flag=0;
     incr4_flag=0;
     wrap8_flag=0;
    incr8_flag=0;
     wrap16_flag=0;
     incr16_flag=0;
     if(HSELx==1)
     ns=READY;
     else
     	ns=IDLE;
     end
     READY:begin
     case(HBURST)
     3'b000:begin
     single_flag=1;
     incr_flag=0;
     wrap4_flag=0;
     incr4_flag=0;
     wrap8_flag=0;
     incr8_flag=0;
     wrap16_flag=0;
     incr16_flag=0;
     end
     3'b001:begin
     single_flag=0;
     incr_flag=1;
     wrap4_flag=0;
     incr4_flag=0;
     wrap8_flag=0;
     incr8_flag=0;
     wrap16_flag=0;
     incr16_flag=0;
     end
     3'b010:begin
     single_flag=0;
     incr_flag=0;
     wrap4_flag=1;
     incr4_flag=0;
     wrap8_flag=0;
     incr8_flag=0;
     wrap16_flag=0;
     incr16_flag=0;
     end
     3'b011:begin
     single_flag=0;
     incr_flag=0;
     wrap4_flag=0;
     incr4_flag=1;
     wrap8_flag=0;
     incr8_flag=0;
     wrap16_flag=0;
     incr16_flag=0;
     end
     3'b100:begin
     single_flag=0;
     incr_flag=0;
     wrap4_flag=0;
     incr4_flag=0;
     wrap8_flag=1;
     incr8_flag=0;
     wrap16_flag=0;
     incr16_flag=0;
     end
     3'b101:begin
     single_flag=0;
     incr_flag=0;
     wrap4_flag=0;
     incr4_flag=0;
     wrap8_flag=0;
     incr8_flag=1;
     wrap16_flag=0;
     incr16_flag=0;
     end
     3'b110:begin
     single_flag=0;
     incr_flag=0;
     wrap4_flag=0;
     incr4_flag=0;
     wrap8_flag=0;
     incr8_flag=0;
     wrap16_flag=1;
     incr16_flag=0;
     end
     3'b111:begin
     single_flag=0;
     incr_flag=0;
     wrap4_flag=0;
     incr4_flag=0;
     wrap8_flag=0;
     incr8_flag=0;
     wrap16_flag=0;
     incr16_flag=1;
     end
     endcase
     if(HWRITE&&HREADY)
     ns=WRITE;
     else  if(~HWRITE&&HREADY)
     ns=READ;
     else if(HSELx)
     ns=READY;
     else 
     ns=IDLE;
     end 
     WRITE:begin     
     case(HBURST)
     3'b000:begin
     single_flag=1;
     incr_flag=0;
     wrap4_flag=0;
     incr4_flag=0;
     wrap8_flag=0;
     incr8_flag=0;
     wrap16_flag=0;
     incr16_flag=0;
      if(HSELx)
     ns=READY;
     else  
     ns=IDLE;
     end
     3'b001:begin
     single_flag=0;
     incr_flag=1;
     wrap4_flag=0;
     incr4_flag=0;
     wrap8_flag=0;
     incr8_flag=0;
     wrap16_flag=0;
     incr16_flag=0; 
     if(HSELx)
     ns=WRITE;
     else  
     ns=IDLE;
    end
     3'b010:begin  
     single_flag=0;
     incr_flag=0;
     wrap4_flag=1;
     incr4_flag=0;
     wrap8_flag=0;
     incr8_flag=0;
     wrap16_flag=0;
     incr16_flag=0;
     if(HSELx)
     ns=WRITE;
     else  
     ns=IDLE;end  
     3'b011:begin
     single_flag=0;
     incr_flag=0;
     wrap4_flag=0;
     incr4_flag=1;
     wrap8_flag=0;
     incr8_flag=0;
     wrap16_flag=0;
     incr16_flag=0;
     if(HSELx)
     ns=WRITE;
     else  
     ns=IDLE;end
     3'b100:begin
     single_flag=0;
     incr_flag=0;
     wrap4_flag=0;
     incr4_flag=0;
     wrap8_flag=1;
     incr8_flag=0;
     wrap16_flag=0;
     incr16_flag=0;
     if(HSELx)
     ns=WRITE;
     else  
     ns=IDLE;end
     3'b101:begin
     single_flag=0;
     incr_flag=0;
     wrap4_flag=0;
     incr4_flag=0;
     wrap8_flag=0;
     incr8_flag=1;
     wrap16_flag=0;
     incr16_flag=0;
     if(HSELx)
     ns=WRITE;
     else  
     ns=IDLE;end 
     3'b110:begin
     single_flag=0;
     incr_flag=0;
     wrap4_flag=0;
     incr4_flag=0;
     wrap8_flag=0;
     incr8_flag=0;
     wrap16_flag=1;
     incr16_flag=0;
     if(HSELx)
     ns=WRITE;
     else  
     ns=IDLE;end
     3'b111:begin 
     single_flag=0;
     incr_flag=0;
     wrap4_flag=0;
     incr4_flag=0;
     wrap8_flag=0;
     incr8_flag=0;
     wrap16_flag=0;
     incr16_flag=1;
     if(HSELx)
     ns=WRITE;
     else  
     ns=IDLE;end
     endcase
     end
     READ:begin     
     case(HBURST)
     3'b000:begin
     single_flag=1;
     incr_flag=0;
     wrap4_flag=0;
     incr4_flag=0;
     wrap8_flag=0;
     incr8_flag=0;
     wrap16_flag=0;
     incr16_flag=0; 
     if(HSELx)
     ns=READY;
     else  
     ns=IDLE;end
     3'b001:begin
     single_flag=0;
     incr_flag=1;
     wrap4_flag=0;
     incr4_flag=0;
     wrap8_flag=0;
     incr8_flag=0;
     wrap16_flag=0;
     incr16_flag=0;
     if(HSELx)
     ns=READ;
     else  
     ns=IDLE;
      end
     3'b010:begin
     single_flag=0;
     incr_flag=0;
     wrap4_flag=1;
     incr4_flag=0;
     wrap8_flag=0;
     incr8_flag=0;
     wrap16_flag=0;
     incr16_flag=0;
     if(HSELx)
     ns=READ;
     else  
     ns=IDLE;end
     3'b011:begin
     single_flag=0;
     incr_flag=0;
     wrap4_flag=0;
     incr4_flag=1;
     wrap8_flag=0;
     incr8_flag=0;
     wrap16_flag=0;
     incr16_flag=0;
     if(HSELx)
     ns=READ;
     else  
     ns=IDLE;end
     3'b100:begin
     single_flag=0;
     incr_flag=0;
     wrap4_flag=0;
     incr4_flag=0;
     wrap8_flag=1;
     incr8_flag=0;
     wrap16_flag=0;
     incr16_flag=0;
     if(HSELx)
     ns=READ;
     else  
     ns=IDLE;end
     3'b101:begin
     single_flag=0;
     incr_flag=0;
     wrap4_flag=0;
     incr4_flag=0;
     wrap8_flag=0;
     incr8_flag=1;
     wrap16_flag=0;
     incr16_flag=0;
     if(HSELx)
     ns=READ;
     else  
     ns=IDLE;end
     3'b110:begin
     single_flag=0;
     incr_flag=0;
     wrap4_flag=0;
     incr4_flag=0;
     wrap8_flag=0;
     incr8_flag=0;
     wrap16_flag=1;
     incr16_flag=0;
     if(HSELx)
     ns=READ;
     else  
     ns=IDLE;end
     3'b111:begin
     single_flag=0;
     incr_flag=0;
     wrap4_flag=0;
     incr4_flag=0;
     wrap8_flag=0;
     incr8_flag=0;
     wrap16_flag=0;
     incr16_flag=1;
     if(HSELx)
     ns=READ;
     else  
     ns=IDLE;end
     endcase
     end
     default:begin
     single_flag=1;
     incr_flag=0;
     wrap4_flag=0;
     incr4_flag=0;
     wrap8_flag=0;
     incr8_flag=0;
     wrap16_flag=0;
     incr16_flag=0;
     ns=0;end
     endcase
     end
always@(posedge HCLK)begin
	if(~HRST)begin
	HREADYOUT_buf<=0;
    HRESP<=0;
    HRDATA_BUF<=0;
    WR_ADDR<=0;
    RD_ADDR<=0;
    end else begin
    case(ns)
    IDLE:begin
    HREADYOUT_buf<=0;
    HRESP<=0;
    HREADYOUT<=HREADYOUT_buf;
    end 
    READY: begin
    HREADYOUT_buf<=0 ;
    HRESP<=0;
    WR_ADDR<=HADDR;
    RD_ADDR<=HADDR;
    HREADYOUT<=HREADYOUT_buf;
    end
    WRITE:begin
    case(BURST_MODE)
    8'b10000000:begin
    HREADYOUT_buf<=1;
    HRESP<=0;
    mem[WR_ADDR]<=HWDATA;
    end 
     8'b01000000:begin
    HREADYOUT_buf<=1;
    HRESP<=0;
    mem[WR_ADDR]<=HWDATA;
    WR_ADDR<=WR_ADDR+1;
    end 
     8'b00100000:begin
    HREADYOUT_buf<=1;
    HRESP<=0;
    if(WR_ADDR<HADDR+3)begin
    mem[WR_ADDR]<=HWDATA;
    WR_ADDR<=WR_ADDR+1;
    end else begin
    	mem[WR_ADDR]<=HWDATA;
    end 
    end 
     8'b00010000:begin
    HREADYOUT_buf<=1;
    HRESP<=0;
    mem[WR_ADDR]<=HWDATA;
    WR_ADDR<=WR_ADDR+1;
    end 
     8'b00001000:begin
    HREADYOUT_buf<=1;
    HRESP<=0;
    if(WR_ADDR<HADDR+7)begin
    mem[WR_ADDR]<=HWDATA;
    WR_ADDR<=WR_ADDR+1;
    end else begin
    	mem[WR_ADDR]<=HWDATA;
    end 
    end 
     8'b00000100:begin
    HREADYOUT_buf<=1;
    HRESP<=0;
    mem[WR_ADDR]<=HWDATA;
     WR_ADDR<=WR_ADDR+1;
    end 
     8'b00000010:begin
    HREADYOUT_buf<=1;
    HRESP<=0;
    if(WR_ADDR<HADDR+15)begin
    mem[WR_ADDR]<=HWDATA;
    WR_ADDR<=WR_ADDR+1;
    end else begin
    	mem[WR_ADDR]<=HWDATA;
    end 
    end 
     8'b00000001:begin
    HREADYOUT_buf<=1;
    HRESP<=0;
    mem[WR_ADDR]<=HWDATA;
    WR_ADDR<=WR_ADDR+1;
    end 
    endcase
    HREADYOUT<=HREADYOUT_buf;
    end
    READ:begin
    case(BURST_MODE)
    8'b10000000:begin
    HREADYOUT_buf<=1;
    HRESP<=0;
    HRDATA_BUF<=mem[RD_ADDR];
    end 
     8'b01000000:begin
    HREADYOUT_buf<=1;
    HRESP<=0;
    HRDATA_BUF<=mem[RD_ADDR];
    RD_ADDR<=RD_ADDR+1;
    end 
     8'b00100000:begin
    HREADYOUT_buf<=1;
    HRESP<=0;
    if(WR_ADDR<HADDR+3)begin
    HRDATA_BUF<=mem[RD_ADDR];
    RD_ADDR<=RD_ADDR+1;
    end else begin
    	HRDATA_BUF<=mem[RD_ADDR];
    end 
    end 
     8'b00010000:begin
    HREADYOUT_buf<=1;
    HRESP<=0;
    HRDATA_BUF<=mem[RD_ADDR];
    RD_ADDR<=RD_ADDR+1;
    end 
     8'b00001000:begin
    HREADYOUT_buf<=1;
    HRESP<=0;
    if(WR_ADDR<HADDR+7)begin
    HRDATA_BUF<=mem[RD_ADDR];
    RD_ADDR<=RD_ADDR+1;
    end else begin
    	HRDATA_BUF<=mem[RD_ADDR];
    end 
    end 
     8'b00000100:begin
    HREADYOUT_buf<=1;
    HRESP<=0;
    HRDATA_BUF<=mem[RD_ADDR];
    RD_ADDR<=RD_ADDR+1;
    end 
     8'b00000010:begin
    HREADYOUT_buf<=1;
    HRESP<=0;
    if(WR_ADDR<HADDR+15)begin
    HRDATA_BUF<=mem[RD_ADDR];
    RD_ADDR<=RD_ADDR+1;
    end else begin
    	HRDATA_BUF<=mem[RD_ADDR];
    end 
    end 
     8'b00000001:begin
    HREADYOUT_buf<=1;
    HRESP<=0;
    HRDATA_BUF<=mem[RD_ADDR];
    RD_ADDR<=RD_ADDR+1;
    end 
    	endcase
        HREADYOUT<=HREADYOUT_buf;
    end
    endcase
    end
end
always@(*)begin
    case(HSIZE)
    3'b000:
    HRDATA={24'b0,HRDATA_BUF[BYTE-1:0]};
    3'b001:
      HRDATA={16'b0,HRDATA_BUF[HALFWORD-1:0]};
 3'b010:
      HRDATA=HRDATA_BUF;
      default:
      HRDATA=HRDATA_BUF;
      endcase
end
endmodule
module new_amba #(parameter DATA_WIDTH=32,ADDR_WIDTH=32,SLAVE_NUM=4, HBURST_WIDTH=3)(
	input HRST,
	input HCLK,
	input enable,
	input [1:0]SEL,
	input [DATA_WIDTH-1:0]HWRITE_i,
	input[ADDR_WIDTH-1:0]HADDR_i,
	input [2:0]HSIZE_i,
	input HWRITE_e_i,
    input [HBURST_WIDTH-1:0]HBURST_i,
    output  [DATA_WIDTH-1:0]DATA_o,
    output HREADYOUT,
    output RESP_o);
    wire HREADY;
    wire HRESP;
    wire HRESP1;
	 wire [1:0]HSEL;
    wire HREADYOUT1;
    wire [DATA_WIDTH-1:0]HRDATA1;
    wire HREQ;
    wire [ADDR_WIDTH-1:0]HADDR_o;
    wire HWRITE_o;
    wire [2:0]HSIZE_o;
    wire [3:0]HPROT;
    wire [1:0]HTRANS;
    wire [HBURST_WIDTH-1:0]HBURST;
    wire HMASTERLOCK;
    wire [DATA_WIDTH-1:0]HRdata_i;
    wire HREADYOUT_m;
    assign HREADYOUT=HREADYOUT_m;
    assign RESP_o=HRESP;
    wire [DATA_WIDTH-1:0]HWDATA_o;
 master dut1 ( HRST,
	 HCLK,
	 HREADYOUT_m,
	 enable,
	 HWRITE_i,
	 HRdata_i,
	 HADDR_i,
	 SEL,
	 HSIZE_i,
	 HRESP,
	 HWRITE_e_i,
     HBURST_i,
	 HREADY,
	 HREQ,
	 HADDR_o,
	 HWDATA_o,
	 HSIZE_o,
	 HPROT,
	 HTRANS,
	 HBURST,
	 HMASTERLOCK,
     HWRITE_o,
     DATA_o
	);
 slave slave1( HCLK,
 HRST,
 HSEL_1,
  HADDR_o,
 HWRITE_o,
 HSIZE_o,
 HBURST,
 HPROT,
 HTRANS,
 HMASTERLOCK,
 HREADY,
 HWDATA_o,
 HREADYOUT,
 HRESP,
 HRDATA);
endmodule
```
==> results_dict.tcl <==
# flow metrics
set metrics [dict create \
    die_w_um 80 \
    final_antenna_net_count 0 \
    ys_ff 14 \
    async_flop_share_pct 0 \
    timing.fmax_ghz 0.692 \
    cp-start-kind "register" \
    die_area_mm2 0.00640 \
    grt-ovfl-total 0 \
    fin_crit_sh_pct 76.1 \
    avgSynthCellArea_um2 9.05 \
    vias 474 \
    ir_drop_mv 0.319 \
    worstSkewPairLatency_ns 0.27 \
    clk_pin_slew_ns 0.08 \
    drt_iter0_drc 8 \
    muxShareOfSynthArea_pct 1.27 \
    xor_share_pct 1.11 \
    syn_to_final_growth_pct 0.318 \
    path_max_fanout 2 \
    required_ns 1.52 \
    root_buffer "clkbuf_4" \
    ys_sh_aoi_pct 14.6 \
    ys_cells 87 \
    rr_worst_depth 5 \
    initCoreUtil_pct 23.0 \
    row_count 21 \
    synthFlopType "dfxtp_1" \
    cpPeakStageDelay_ns 0.47 \
    ys_seq_share_pct 36.9 \
    leakagePower_nw 0.358 \
    cts_resized 0 \
    drive_above_1_share_pct 9.57 \
    crit_chain "clkdlybuf4s50_1" \
    synthCells 87 \
    synth.cell_area_um2 787 \
    drc 0 \
    portBuffers 5 \
    clock_path_buffers 2 \
    routed_via_density 3.39 \
    cp_top_family "buffers and inverters" \
    synth_cell_types 27 \
    io-pin-count 110 \
    tritoncts "yes" \
    yosys.area_share.simple_pct 12.2 \
    pre_cts_ws_ns 0.434 \
    max_cap_viol_count 0 \
    rrSetupSlack_ns 0.68 \
    die_h_um 80 \
    hold_viol_final 0 \
    grt_max_degree 10 \
    finalPower_mw 0.532 \
    cp-end-kind "output port" \
    rsz0062_at_grt "no" \
    yosys.area_share.adder_pct 0 \
    antenna_found_initial 0 \
    critPathBufInv 1 \
    status "completed" \
    hold_path_class "register to register" \
    coreArea_mm2 0.00342 \
    place_congestion 0.811 \
    tool_warnings 97 \
    diodes 0 \
    hold_buffers 0 \
    drv_slew 0 \
    dp_hpwl_um 1060 \
    edf_count 1 \
    grt_pass1_wl_um 1830 \
    cp_slowest_cell "clkdlybuf4s50_1" \
    critPathKind "register to output port" \
    finClkSkew_ns 0.00310 \
    hold_path_depth 0 \
    power.density_mw_per_mm2 674 \
    htreeDepth 1 \
    first_pass_iters 3 \
    grt_pass1_vias 418 \
    fin_tns_setup_ns 0 \
    fin_crit_ns 1.45 \
    logic_family "buffers and inverters" \
    design_area_um2 790 \
    stdcell_count 140 \
    cts_sinks 14 \
    ys_warn_count 13 \
    grt.total_usage_pct 3.38 \
    routed_wl_um 1290 \
    ys_area_um2 787 \
    worstPathArrival_ns 1.07 \
    hold_slack_ns 0.439 \
    cp.depth 1 \
    place_inst 136 \
    fin_ws_ns 0.454 \
    dpl_cell_area_um2 763 \
    cts_buffers 3 \
    setup_viol 0 \
    wl_per_cell_um 9.23 \
    post_cts_buffers 0 \
    fin_util_pct 23.1 \
]
## where the power goes
group          switching (mW)  internal [mW]
clock network          0.0864         0.0812
registers              0.0113          0.308
logic                  0.0214         0.0241
total                   0.119          0.413
## layout make-up
cell class	instances	area, um2
Inverter	2	7.51
Sequential cell	14	290
Timing Repair Buffer	6	57.6
Clock buffer	4	26.3
Multi-Input combinational cell	68	350
Tap cell	46	57.6
Fill cell	386	2630
## synthesized netlist by cell type, types with 2 or more instances
cell type | count | share of area [%]
nor2b_1 | 2 | 1.6
a21oi_1 | 4 | 2.5
inv_1 | 2 | 0.95
dfxtp_1 | 13 | 33
o21ai_1 | 2 | 1.3
nand2_1 | 4 | 1.9
nand3_1 | 2 | 1.3
o211ai_1 | 3 | 2.9
buf_4 | 34 | 32
nor2_1 | 2 | 0.95
o21ai_0 | 3 | 1.9
## kinds of logic after synthesis
group           Yosys count
buf+inv                  36
compound gates           17
simple gates             17
flops                    14
xor+xnor                  1
mux                       1
other cells               1
## layer usage
metal,track usage [%],share of wire (%)
met3,2.05,9.7
met4,0.528,0
met5,0,0
met2,4.82,44
met1,4.32,46
## placed cells by master (no fill, tap or decap), types with 2 or more instances in the layout
cell              n
a21oi_1           4
nand3_1           2
o211ai_1          3
clkdlybuf4s50_1   5
inv_1             2
clkbuf_4          3
o21ai_0           3
conb_1           32
o21ai_1           2
nor2b_1           2
nand2_1           4
nor2_1            2
dfxtp_1          13
## final timing paths
path	start	endpoint
min	slave1.HREADYOUT_buf	slave1.HREADYOUT
min reg2reg	slave1.HREADYOUT_buf	slave1.HREADYOUT
max reg2reg	dut1.cs[1]	slave1.HREADYOUT_buf
max	dut1.HWRITE	DATA_o[0]
Power is estimated from default activity; no workload was simulated.
